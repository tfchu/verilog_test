$ cat design/flow/config.mk
export PLATFORM = sky130hd
export DESIGN_NAME = reg_ctrl
export DESIGN_NICKNAME = reg_ctrl
export VERILOG_FILES = /design/flow/design.v
export SDC_FILE = /design/flow/constraint.sdc
export NUM_CORES = 4
export LEC_CHECK = 1
export CORE_UTILIZATION = 50
$ cat design/flow/constraint.sdc
current_design reg_ctrl

set clk_period 40.8
set clk_io_pct 0.2

create_clock -name clk0 -period $clk_period [get_ports {clk}]

set non_clock_inputs [all_inputs -no_clocks]
set_input_delay [expr $clk_period * $clk_io_pct] -clock clk0 $non_clock_inputs
set_output_delay [expr $clk_period * $clk_io_pct] -clock clk0 [all_outputs]
$ cat design/flow/design.v
interface reg_if (input bit clk);
    logic       rstn;
    logic [7:0] addr;
    logic [15:0] wdata;
    logic [15:0] rdata;
    logic 		wr;
    logic 		sel;
    logic 		ready;
endinterface
module reg_ctrl 
  # (
     parameter ADDR_WIDTH 	= 8,
     parameter DATA_WIDTH 	= 16,
     parameter DEPTH 		= 256,
     parameter RESET_VAL  	= 16'h1234
  )
  ( input 					clk,
  	input 					rstn,
    input [ADDR_WIDTH-1:0] 	addr,
    input 					sel,
  	input 					wr,
    input [DATA_WIDTH-1:0] 	wdata,
    output reg [DATA_WIDTH-1:0] 	rdata,
    output reg				ready);
    reg [DATA_WIDTH-1:0] ctrl [DEPTH];
  reg  ready_dly;
  wire ready_pe;
  always @ (posedge clk) begin
    if (!rstn) begin
      for (int i = 0; i < DEPTH; i += 1) begin
        ctrl[i] <= RESET_VAL;
      end
    end else begin
    	if (sel & ready & wr) begin
      		ctrl[addr] <= wdata;
    	end
    	if (sel & ready & !wr) begin
          rdata <= ctrl[addr];
  		end else begin
          rdata <= 0;
        end
    end
  end
  always @ (posedge clk) begin
    if (!rstn) begin
      ready <= 1;
    end else begin
      if (sel & ready_pe) begin
      	ready <= 1;
      end
	 if (sel & ready & !wr) begin
       ready <= 0;
     end
    end
  end
  always @ (posedge clk) begin
    if (!rstn) ready_dly <= 1;
   		else ready_dly <= ready;
  end
   assign ready_pe = ~ready & ready_dly;
endmodule
$ cat design/flow/run.sh
#!/bin/bash
# OpenROAD 26Q1-2900-gdf79404cd8, Yosys 0.63+post, stock flow scripts
make -C /OpenROAD-flow-scripts/flow DESIGN_CONFIG=/design/flow/config.mk WORK_HOME=/design/flow/orfs finish
==> ci_impl_report.md <==
## Implementation flow summary

| Metric | Value |
|---|---|
| Cells in synth_stat.txt | `12.6k` |
| Final Core Density | `55.4%` |
| Fp_density | `between 50 and 60%` |
| Crit end category | `register` |
| GR peak layer | `met2` |
| Longest Clk Path Bufs | `4` |
| Largest net degree at the start of global routing | `about 99` |
| Distinct lib cells used | `49` |
| Final Hold Vio Count | `0` |
| Yosys stat chip area | `189000 sq um` |
| Static leakage | `roughly 67 nW` |
| Die height | `616 um` |
| I/O Pins | `between 40 and 50` |
| GP Congestion | `just over 0.9` |
| CP Class | `input pin to register` |
| CTS resizes | `0` |
| Fillers | `28.3k` |
| Setup-failing EPs final | `0` |
| Via count | `107k` |
| Clk sinks | `between 4k and 5k` |
| Post-CTS Hold Buffers | `0` |
| Share of cells above drive strength 1 | `18.0%` |
| Ys flop type | `edfxtp_1` |
| Area delta synth->final | `10.3%` |
| Cell mode on critical path | `buf_4` |
| DRT Pass-1 Iters | `6` |
| Maximum vdd drop | `0.0399 mV` |
| Worst Setup Start Kind | `input pin` |
| Root buffer cell | `clkbuf_16` |
| Via density | `6.05` |
| Avg Cell Area, Syn | `15.0 sq um` |
| Top Family by Delay on Critical Path | `buffers and inverters` |
| Detailed placement HPWL | `343000 um` |
| Core ar. | `376000 sq um` |
| Worst Setup Slack, final | `about 28 ns` |
| Slowest-stage cell, CP | `o31ai_1` |
| Slew Limit Fails | `0` |
| OpenROAD warning count | `26` |
| Post-Place Cell Area | `194000 sq um` |
| Worst-margin pin slew | `1.16 ns` |
| Clock Latency Late Sink | `1.00 ns` |
| Cell Pwr Density | `44.1 nW/um^2` |
| Fmax | `75.9 MHz` |
| Asr flop ratio synth | `0%` |
| CP max FO | `65` |
| ANT nets after route | `0` |
| Unrepaired setup endpoints after global routing | `no` |
| Number of max-cap violations | `0` |
| Total track usage | `32.5%` |
| Cycle use final | `32.3%` |
| Outcome | `complete, no violations` |
| Global route overflow | `0` |
| Worst hold path class | `register to register` |
| CTS tree | `built` |
| Initial DRC Count | `6792` |
| WL final | `approximately 550000 um` |
| First-pass GRT wire length | `roughly 800000 um` |
| Vias in the first global route | `114k` |
| Row Count | `225` |
| TritonCTS Buffers | `about 440` |
| Port Buf Inserts | `between 40 and 50` |
| Tmin final | `13.17 ns` |
| Post-CTS Repair Setup Buffers | `0` |
| Worst stage delay on the critical path | `0.98 ns` |
| GR Util met1 | `42.6%` |
| Clock skew | `0.0663 ns` |
| CP arrival | `13.88 ns` |
| Mapped Area | `189000 sq um` |
| Worst EP required | `a little over 40 ns` |
| Synth Seq Share | `around two thirds` |
| Met3 Use GR | `21.1%` |
| Die X | `~620 um` |
| Setup_tns | `0 ns` |
| Post-synth EDFFs | `4112` |
| Crit path buffers/inverters | `6` |
| Die area | `approximately 380000 sq um` |
| Dpl ws | `26.47 ns` |
| Initial antenna violation count | `26` |
| Critical-path cell list | `buf_12, buf_4, buf_4, buf_4, buf_4, mux4_2, a22oi_1, a21oi_1, o31ai_1, buf_4, nand3_1` |
| # DRC | `0` |
| H-tree levels | `5` |
| Synth Instances | `between 10k and 15k` |
| Global-route met2 utilization | `46.7%` |
| Final Instance Area | `208000 sq um` |
| Syn. warnings | `1` |
| Clk slew on worst S/H paths | `0.06 ns` |
| Registers, synthesis | `4114` |
| Drt wl/cell | `about 31 um` |
| Slew HR | `a little over a fifth` |
metrics by stage:
step,power [mW],std cells,hold slack (ns)
after floorplan,5.18,12600,0.464
after global placement,5.42,16800,0.501
after detailed placement,5.43,16800,0.545
after CTS,9.23,17600,0.558
after global routing,9.42,17600,0.598
final,9.17,17600,0.558
power by group:
| group | switching, mW | total (mW) | internal, mW |
|---|---|---|---|
| registers | 0.0312 | 4.77 | 4.74 |
| clock network | 1.66 | 3.83 | 2.18 |
| logic | 0.397 | 0.569 | 0.172 |
| total | 2.09 | 9.17 | 7.09 |
routing by layer:
layer | routed length (um) | vias up
met1 | 181000 | 53000
met2 | 256000 | 6024
met3 | 85600 | 1059
li1 | - | 46400
met4 | 25800 | 28
met5 | 1100 | -
sequential cells by signal, summed over array words and instances (netlist names):
signal     flops
ready          1
ctrl        4096
rdata         16
ready_dly      1
worst reg2reg max path, delay by kind of cell (launching register included):
kind | cells | cell delay (ns)
flops | 1 | 0.46
buf+inv | 4 | 1.58
compound gates | 1 | 0.70
simple gates | 2 | 0.84
cells by family (layout without fill, tap and decap cells):
| logic type | count (synthesis) | in the layout | synth area share [%] |
|---|---|---|---|
| AND/OR/NAND/NOR | 4911 | 4911 | 15.5 |
| flip-flops | 4114 | 4114 | 65.5 |
| buffers and inverters | 1483 | 1469 | 3.28 |
| multiplexers | 1190 | 1190 | 12.7 |
| AND-OR/OR-AND | 893 | 893 | 3.05 |
| other | 0 | 38 | 0 |
cell type report:
cell class                      instances  area (sq um)  share of cell area [%]
Antenna cell                           38          95.1                  0.0457
Clock inverter                        258          2150                    1.03
Inverter                                1          6.26                 0.00301
Multi-Input combinational cell       6994         59300                    28.5
Tap cell                             4994          6250                    3.00
Clock buffer                          556         11600                    5.55
Sequential cell                      4114        124000                    59.4
Timing Repair Buffer                  654          5190                    2.50
cells in the final DEF, fill, tap and decap left out, types with 97 or more instances in the layout:
cell / instances
mux4_2: 958
o21ai_1: 248
and2_1: 2834
clkbuf_16: 445
nor2_1: 289
nand2_1: 282
clkbuf_1: 111
edfxtp_1: 4112
mux2i_1: 221
a22oi_1: 266
clkinv_2: 97
clkinv_1: 102
buf_4: 607
or3_1: 1231
a21oi_1: 115
cell usage after synthesis (all sizes together), types with 16 or more instances:
cell type | number | area [sq um]
clkbuf | 1217 | 4570
and4 | 16 | 140
buf | 265 | 1610
and3 | 33 | 206
mux2i | 221 | 2210
o21ai | 312 | 1560
or3 | 1235 | 7730
nand2 | 293 | 1100
mux4 | 958 | 21600
a22oi | 266 | 2000
o211ai | 46 | 345
nand4 | 17 | 106
edfxtp | 4112 | 123000
a21o | 17 | 128
a211oi | 32 | 240
nand2b | 67 | 419
nand3 | 68 | 345
nor2 | 294 | 1110
a32oi | 33 | 289
a21oi | 115 | 576
nor2b | 28 | 175
and2 | 2837 | 17700
final timing paths:
kind	startpoint	endpoint	slack, ns	depth (start not counted)
setup / recovery	addr[0]	rdata[13]	27.63	11
hold / removal	ready_dly	ready	0.56	2
setup reg to reg	ready	ctrl[246][8]	36.88	7
hold reg to reg	ready_dly	ready	0.56	2
Power figures rest on the tool's default switching activity, not on a simulated workload.

[./config.mk]
export PLATFORM = sky130hd
export DESIGN_NAME = n_bit_adder
export DESIGN_NICKNAME = n_bit_adder
export VERILOG_FILES = /design/flow/design.v
export SDC_FILE = /design/flow/constraint.sdc
export NUM_CORES = 4
export LEC_CHECK = 1
export CORE_AREA = 10 10 99 99
export DIE_AREA = 0 0 109 109
[./constraint.sdc]
current_design n_bit_adder

set clk_period 11.7
set clk_io_pct 0.2

create_clock -name clk0 -period $clk_period

set non_clock_inputs [all_inputs -no_clocks]
set_input_delay [expr $clk_period * $clk_io_pct] -clock clk0 $non_clock_inputs
set_output_delay [expr $clk_period * $clk_io_pct] -clock clk0 [all_outputs]
[./design.v]
interface reg_if (input bit clk);
    logic       rstn;
    logic [7:0] addr;
    logic [15:0] wdata;
    logic [15:0] rdata;
    logic 		wr;
    logic 		sel;
    logic 		ready;
endinterface
module n_bit_adder #(parameter N = 32)
(
    input1, input2, answer, carry_out
);
    input [N-1:0] input1, input2;
    output [N-1:0] answer;
    output carry_out;       
    wire [N-1:0] carry;
    genvar i;
    generate 
        for(i=0;i<N;i=i+1) begin: generate_N_bit_Adder
        if(i==0) 
            half_adder f(input1[0],input2[0],answer[0],carry[0]);                
        else
            full_adder f(input1[i],input2[i],carry[i-1],answer[i],carry[i]);     
        end
        assign carry_out = carry[N-1];
    endgenerate
endmodule 
module half_adder(x,y,s,c);
    input x,y;
    output s,c;
    assign s=x^y;
    assign c=x&y;
endmodule  
module full_adder(x,y,c_in,s,c_out);
    input x,y,c_in;
    output s,c_out;
    assign s = (x^y) ^ c_in;
    assign c_out = (y&c_in)| (x&y) | (x&c_in);
endmodule  
module n_bit_adder_tb;
    localparam int n = 4;        
    reg [n-1:0] a;
    reg [n-1:0] b;
    reg cout;
    wire [n-1:0] sum;            
    integer i;
    n_bit_adder #(.N(n)) nba0 (.input1 (a), .input2 (b), .answer (sum), .carry_out(cout));
    initial begin 
        a <= 0;
        b <= 0;
        $monitor ("[%0t] a='b%4b b='b%4b cout='b%1b answer='b%4b", $time, a, b, cout, sum);
        for (i = 0; i < 5; i++) begin
            #10;
            a <= $random;
            b <= $random;
        end
    end
endmodule
[./run.sh]
#!/bin/bash
# OpenROAD 26Q1-2900-gdf79404cd8, Yosys 0.63+post, stock flow scripts
make -C /OpenROAD-flow-scripts/flow DESIGN_CONFIG=/design/flow/config.mk WORK_HOME=/design/flow/orfs finish
==> run_results.csv <==
group,metric,value,unit
logic_synthesis,yosys_warnings,0,
critical_path,slowest_stage,"fa_2",
floorplanning,die-area,11880,µm²
final_timing,post-route-period-util,136.2,%
logic_synthesis,avgSynthCellArea,12.93,µm²
global_route,grt_usage,4.966,%
critical_path,cp.required,9360,ps
critical_path,cp_max_fo,1,
global_route,antenna_found_initial,0,
logic_synthesis,ys_area,892.1,µm²
final_timing,drv_slew,0,
final_timing,postLayoutSetupSlackWorst,-4236,ps
route,insertedDiodeCount,0,
critical_path,cp_slowest_stage_delay,420,ps
hold_path,hp-class,"in2out",
critical_path,path_buffers,4,
logic_synthesis,largest_area_cell,"fa_1",
final_layout,fin_area,1769,µm²
logic_synthesis,yosysCellCount,69,
final_timing,finalSetupViolations,14,
route,via_per_inst,3.051,
run,warnings,35,
logic_synthesis,area_leaders,"fa_1 70%, buf_4 27%, inv_1 2.1%, ha_1 1.4%",
logic_synthesis,top_area_share,69.57,%
critical_path,critPathCaptureType,"primary output",
global_route,grt_most_used_layer,"met2",
global_route,grt_pass1_vias,859,
route,post-route-drc-count,0,
final_layout,drive_gt1_share,38.81,%
place,place_ws,-5055,ps
power,pwr-share-clk,0,%
final_timing,hold_violations,0,
power,powerDensity,46.87,nW/µm²
route,drtIter0Drc,8,
logic_synthesis,postSynthCellCount,69,
floorplanning,core_area,7727,µm²
route,dr.pass1.iters,2,
place,dpl-instance-area,1841,µm²
route,ant_nets,0,
global_route,grt_max_degree,2,
place,portBuffers,97,
final_layout,clock_buffers,0,
critical_path,worstPathArrival,13600,ps
power,internal_power,59.07,µW
global_route,grt_first_pass_wirelength,4650,µm
critical_path,worstSetupPathType,"in2out",
logic_synthesis,yosysMostFrequentCell,"buf_4",
power,power_switching,23.85,µW
power,swShare,28.77,%
critical_path,cp-start-kind,"input port",
route,drt_wl_total,3121,µm
final_timing,layout_min_cycle_time,15940,ps
run_status,status,"complete, but fails checks",
final_layout,syn2layout_area_growth,98.32,%
logic_synthesis,ys_seq_share,0,%
global_route,grt_overflow,0,
global_route,met1_usage,5.845,%
final_layout,fillCellCount,832,
route,vias,720,
floorplanning,row_count,32,
final_timing,worstMarginPinSlew,158.1,ps
critical_path,path_common_cell,"fa_2",
route,wire_per_inst,13.22,µm
place,dp_hpwl,3143,µm
floorplanning,io_pins,97,
final_layout,flop_area,0,µm²
clock_tree,ctsHoldBuffers,0,
floorplanning,fp.dieW,109,µm
floorplanning,fp_util,11.54,%
floorplanning,die_y,109,µm
run,maxCapViolCount,0,
power,p_seq_share,0,%
global_route,gr-usage-met3,4.839,%
power,pwr-share-comb,100.0,%
global_route,met2_usage,6.812,%
power,p_leak,0.0006198,µW
logic_synthesis,syn_area,892.1,µm²
final_timing,rsz0062_at_grt,"true",
critical_path,crit_family,"adder cells",
place,gp_congestion,0.8824,
final_layout,logic_area,723.2,µm²
final_timing,slew_headroom,89.43,%
final_timing,fmax,62.75,MHz
logic_synthesis,synth_cell_types,4,
power,max-vdd-ir-drop,0.01188,mV
run_status,violations,"setup timing",
final_layout,ff_count,0,
logic_synthesis,yosys-top-cells-count,"32 x buf_4, 31 x fa_1, 5 x inv_1, 1 x ha_1",
## cells by family after synthesis
family     after synthesis  share of synthesized area (%)
fa+ha+maj               32                          70.97
buf+inv                 37                          29.03
## worst paths after layout
check      start          to  slack (ps)  cells past startpoint
min    input2[0]   answer[0]        5310                      3
max    input1[0]  answer[31]       -4240                     36
## layout make-up
type	instances	area share, %
timing repair buffer	97	50.85
multi-input combinational	32	40.88
tap	102	7.214
inverter	5	1.061
## per-stage QoR
stage	TNS [ps]	cells	power, µW	hold slack (ps)	utilization [%]
global route	-35440	236	96.14	5321	22.90
CTS	-32680	236	87.16	5314	22.94
global placement	-43560	236	96.46	5736	23.82
floorplan	-27780	69	46.05	4849	-
finish	-32020	236	82.92	5314	22.90
detailed placement	-44030	236	97.83	5738	23.82
## power by group through the flow
stage     clock, µW  sequential [µW]  combinational, µW
5_1_grt           0                0               96.1
4_1_cts           0                0               87.2
6_report          0                0               82.9
## placed cells by master, fill, tap and decap left out
cell | netlist | layout
buf_2 | 0 | 14
fa_2 | 0 | 31
clkdlybuf4s15_2 | 0 | 1
inv_2 | 0 | 2
clkdlybuf4s50_1 | 0 | 78
clkbuf_2 | 0 | 1
buf_6 | 0 | 2
inv_1 | 5 | 3
ha_4 | 0 | 1
clkdlybuf4s15_1 | 0 | 1
## repair_timing
action	CTS	global route
setup buffers	0	0
setup endpoints to repair	16	15
pin swaps	0	0
resized	58	3
## layer usage
| layer | part of all wire (%) | vias up |
|---|---|---|
| met1 | 38 | 323 |
| met2 | 33 | 96 |
| met3 | 29 | 0 |
| met5 | 0 | - |
| li1 | - | 301 |
| met4 | 0 | 0 |
Power and IR drop assume default switching activity.

--- flow/design.v ---
interface reg_if (input bit clk);
    logic       rstn;
    logic [7:0] addr;
    logic [15:0] wdata;
    logic [15:0] rdata;
    logic 		wr;
    logic 		sel;
    logic 		ready;
endinterface
module alu(
    input [7:0] A, B, 
    input [3:0] select, 
    input clk, 
    output [7:0] ALU_out, 
    output Carry_out
);
reg [7:0] ALU_result;
wire [8:0] tmp;
assign ALU_out = ALU_result;
assign tmp = {1'b0, A} + {1'b0, B};
assign Carry_out = tmp[8];
always @(posedge clk)
begin
    case (select)
        4'b0000:
            ALU_result = A + B;          
        4'b0001:
            ALU_result = A - B;          
        4'b0010:
            ALU_result = A * B;          
        4'b0011:
            ALU_result = A / B;          
        4'b0100:
            ALU_result = A << 1;         
        4'b0101:
            ALU_result = A >> 1;         
        4'b0110:
            ALU_result = {A[6:0], A[7]};     
        4'b0111:
            ALU_result = {A[0], A[7:1]};     
        4'b1000:
            ALU_result = A & B;          
        4'b1001:
            ALU_result = A | B;          
        4'b1010:
            ALU_result = A ^ B;          
        4'b1011:
            ALU_result = ~(A & B);       
        4'b1100:
            ALU_result = ~(A | B);       
        4'b1101:
            ALU_result = ~(A ^ B);       
        4'b1110:
            ALU_result = (A > B)?8'd1:8'd0;      
        4'b1111:
            ALU_result = (A == B)?8'd1:8'd0;     
        default:
            ALU_result = A + B;          
    endcase
end
endmodule
--- flow/run.sh ---
#!/bin/bash
# OpenROAD 26Q1-2900-gdf79404cd8, Yosys 0.63+post, stock flow scripts
make -C /OpenROAD-flow-scripts/flow DESIGN_CONFIG=/design/flow/config.mk WORK_HOME=/design/flow/orfs finish
--- flow/config.mk ---
export PLATFORM = sky130hd
export DESIGN_NAME = alu
export DESIGN_NICKNAME = alu
export VERILOG_FILES = /design/flow/design.v
export SDC_FILE = /design/flow/constraint.sdc
export NUM_CORES = 4
export LEC_CHECK = 1
export CORE_UTILIZATION = 50
--- flow/constraint.sdc ---
current_design alu

set clk_period 17.7
set clk_io_pct 0.2

create_clock -name clk0 -period $clk_period [get_ports {clk}]

set non_clock_inputs [all_inputs -no_clocks]
set_input_delay [expr $clk_period * $clk_io_pct] -clock clk0 $non_clock_inputs
set_output_delay [expr $clk_period * $clk_io_pct] -clock clk0 [all_outputs]
==> run summary <==
run metrics: outcome=finished clean, Fin. Hold Viols=0, crit path time final=about 15 ns, CTS tree=done, vias=approximately 4k, Core ar.=between 0.008 and 0.009 sq mm, yosys warns=1, initial antenna violation count=0, Power Dens Cells=about 47 mW/mm^2, WP data required=around 18 ns, Longest Clk Path Bufs=2, CP startpoint=B[7], Max stage delay on crit path=about 0.64 ns, CP endpoint kind=flip-flop, clk root buf=clkbuf_8, Post-synth ARST share=0%, Area Growth Syn to Fin=10.05%, GPL Wtd Cong=~0.96, DRT antenna net count=0, worst slew pin tran=between 0.9 and 1 ns, Die X=between 90 and 100 um, H-Tree Depth=1, setup_tns=0 ns, row count=33, DIE AREA=0.008783 sq mm, Wirelength per Cell=about 18 um, FF+latch count, synth=8, post-cts sizing count=0, RSZ-0062 raised after global routing=no, tool warnings=around 46, P_leak=about 2.1 nW, setup bufs post-CTS=0, distinct lib cells=roughly 66, worst-path fanout max=11, Tot Pwr=~0.22 mW, max FFs per register=8, antenna cells=0, fmax=around 66 MHz, synthesized cell area=0.004207 sq mm, Max-cap violations=0, Clock Sinks=8, Setup crit end=ALU_result[0], DIE HEIGHT=93.72 um, Avg Inst Size Synth=between 7 and 8 sq um, CP Launch Type=input port, IO Pins=30, hold buffers post-CTS=0, Tightest Hold Check Type=input port to flip-flop, Detailed Route Iter0 Violations=243, Slew headroom=38.27%, Crit Path Class=input port to flip-flop, ranking of synthesized cells by area=ha_1, fa_1, a21oi_1, DR vias/cell=just under 6, vias in the first global route=3918, largest net degree at the start of global routing=approximately 57, Setup violations, final=0, WL final=12580 um, worst vdd ir=28.95 uV, Slowest cell on crit path=clkdlybuf4s50_1, number of enable flip-flop cells=0, area leader, netlist=ha_1, HPWL Detailed=roughly 9800 um, Post-Syn Instances=574, post-synthesis sequential area ratio=~3.8%, Final Cycle Share=85.23%, Yosys Chip Area=approximately 0.0042 sq mm, main flop type=dfxtp_1, Arr. time, crit path=15.17 ns, fillers=785, fp util=between 50% and 60%, # Cells Yosys=574, Top-area cell share=about a quarter, CTS Buf Count=3, first-pass GRT wire length=20470 um, layout cells sized above 1=5.763%, most instantiated library cell after synthesis=ha_1, drt pass-1 iters=23, overall global routing resource usage=between 30% and 40%, clock-pin transition on the worst setup and hold timing paths=0.04 ns, leading cell types by count after synthesis=ha_1, nor2_1, inv_1, DRC Markers=0, Slew Limit Fails=0, Remaining Overflow, GRT=0, IO Port Bufs=29
-- worst min path at each step --
stage	startpoint	end	slack [ns]	depth (start not counted)
CTS	select[0]	ALU_result[0]	3.98	3
global route	select[0]	ALU_result[0]	4.03	3
finish	select[0]	ALU_result[0]	3.99	3
-- critical path: cells and delay by family --
| family | cells | cell delay (ns) |
|---|---|---|
| AND-OR/OR-AND | 26 | 4.92 |
| adder cells (fa/ha/maj) | 7 | 2.11 |
| buffers and inverters | 2 | 0.79 |
| multiplexers | 3 | 1.11 |
| AND/OR/NAND/NOR | 8 | 2.67 |
-- cell type report --
| cell class | instances | area (sq um) | share of cell area [%] |
|---|---|---|---|
| multi-input combinational | 487 | 3749 | 80.97 |
| tap | 105 | 131.4 | 2.838 |
| timing repair buffer | 36 | 337.8 | 7.297 |
| clock buffer | 3 | 41.29 | 0.8919 |
| inverter | 56 | 210.2 | 4.541 |
| sequential | 8 | 160.2 | 3.459 |
-- cells by family (layout without fill, tap and decap cells) --
kind of cell	after synthesis	in the layout	share of synthesized area, %
buffers and inverters	79	95	7.079
muxes	23	23	5.860
and+or+nand+nor	169	169	19.63
DFF	8	8	3.807
adders and majority gates	93	93	30.16
xor gates and xnor gates	34	34	7.079
AOI/OAI and AO/OA	168	168	26.38
-- routing by layer --
metal	track usage (%)	share of wire, %	vias up
met3	3.786	5.8	19
li1	-	-	2090
met4	7.179	2.1	0
met5	0	0	-
met2	50.49	46	127
met1	43.99	46	1860
-- placed cells by master (no fill, tap or decap), drive strengths merged, types with 12 or more instances in the layout --
cell           instances
a21oi                 49
clkdlybuf4s50         28
fa                    14
ha                    79
inv                   55
mux2                  13
nand2                 38
nor2                  60
nor3                  12
o21ai                 35
xnor2                 21
xor2                  13
-- through the flow --
step | hold slack (ns) | worst slack (ns) | cell area (sq um) | instances | utilization, %
after floorplan | 3.798 | 4.159 | 4207 | 574 | -
after global placement | 4.197 | 2.742 | 4588 | 692 | 56.12
after detailed placement | 4.196 | 2.481 | 4588 | 692 | 56.12
after CTS | 3.978 | 2.684 | 4629 | 695 | 56.63
after global routing | 4.028 | 1.732 | 4629 | 695 | 56.63
final | 3.990 | 2.614 | 4629 | 695 | 56.63
-- power by group --
| group | switching, mW | internal (mW) |
|---|---|---|
| registers | 0.000686 | 0.0212 |
| clock network | 0.00647 | 0.0147 |
| logic | 0.0965 | 0.0799 |
Power is estimated from default activity; no workload was simulated.
